## /design/flow/run.sh

```bash
#!/bin/bash
# OpenROAD 26Q1-2900-gdf79404cd8, Yosys 0.63+post, stock flow scripts
make -C /OpenROAD-flow-scripts/flow DESIGN_CONFIG=/design/flow/config.mk WORK_HOME=/design/flow/orfs finish
```

## /design/flow/design.v

```verilog
module integerClockDivider #(
    parameter integer THRESHOLD = 50_000_000
)(
    input wire clk,
    input wire reset,
    input wire enable,
    output reg dividedClk
    );
    reg [31:0] counter;
    always @(posedge clk) begin
        if (reset == 1 || counter >= THRESHOLD - 1 ) begin
            counter = 0;
        end else if (enable == 1) begin
            counter = counter + 1;
        end
    end
    always @(posedge clk) begin
        if (reset == 1 ) begin
            dividedClk = 0;
        end else if (counter >= THRESHOLD - 1) begin
            dividedClk = ~dividedClk;
        end
    end
endmodule
```

## /design/flow/config.mk

```make
export PLATFORM = sky130hd
export DESIGN_NAME = integerClockDivider
export DESIGN_NICKNAME = integerClockDivider
export VERILOG_FILES = /design/flow/design.v
export SDC_FILE = /design/flow/constraint.sdc
export NUM_CORES = 4
export LEC_CHECK = 1
export CORE_UTILIZATION = 30
```

## /design/flow/constraint.sdc

```tcl
current_design integerClockDivider

set clk_period 3.1
set clk_io_pct 0.2

create_clock -name clk0 -period $clk_period [get_ports {clk}]

set non_clock_inputs [all_inputs -no_clocks]
set_input_delay [expr $clk_period * $clk_io_pct] -clock clk0 $non_clock_inputs
set_output_delay [expr $clk_period * $clk_io_pct] -clock clk0 [all_outputs]
```

==> impl_summary.log <==
[flow] summary of implementation run
INFO  metric timing.setup.critical_path_class = input port to flop
INFO  metric critPathMaxStageDelay = 620 ps
INFO  metric post_cts_buffers = 0
INFO  metric synth.yosys.seq_area_share = 44.8%
INFO  metric grt.total_usage = 11.1%
INFO  metric detail_route.iter0.violations = 46
INFO  metric mostFrequentLayoutCells = sky130_fd_sc_hd__dfxtp_1 (33), sky130_fd_sc_hd__nor2_1 (16), sky130_fd_sc_hd__a21oi_1 (13)
INFO  metric post_synth_fa_ha_maj_area_fraction = 0.849%
INFO  metric synth_cell_types = 39
INFO  metric place_area = 1580 µm²
INFO  metric synth-seq-cells = 33
INFO  metric die_w = 72.1 µm
INFO  metric hp-class = flop to flop
INFO  metric final_period_minus_worst_setup_slack = 2490 ps
INFO  metric tritoncts_num_sinks = 33
INFO  metric final_count_of_hold_timing_violations = 0
INFO  metric cts-root-buf = sky130_fd_sc_hd__clkbuf_8
INFO  metric placedCellCount = 232
INFO  metric grt_start_max_net_pins = 19
INFO  metric detail_route.drc_violations = 0
INFO  metric synthCells = 162
INFO  metric finClkSkew = 4.63 ps
INFO  metric drtAntennaViolNets = 0
INFO  metric number_of_warning_messages_in_the_logs = 25
INFO  metric status = completed
INFO  metric clk_pin_slew = 60 ps
INFO  metric die-height = 72.1 µm
INFO  metric synth_warnings = 1
INFO  metric critical_path.n_buffers_inverters = 1
INFO  metric post_synthesis_mux_area_share = 1.44%
INFO  metric report.final.setup_viol = 0
INFO  metric setup_ws = 610 ps
INFO  metric compound_area_share = 13.9%
INFO  metric route.detailed.vias_per_inst = 4.89
INFO  metric grt_antenna_before_repair = 0
INFO  metric antenna_cells_inserted = 0
INFO  metric dr_total_vias = 1,169
INFO  metric cts_tree = built
INFO  metric netlist_logic_family_top = simple AND/OR/NAND/NOR gates
INFO  metric io_pins = 4
INFO  metric simple_share_synth = 28.4%
INFO  metric start_kind = input port
INFO  metric leakage_power_of_the_design = 0.515 nW
INFO  metric chip_area_from_the_yosys_synthesis_statistics = 1470 µm²
INFO  metric wirelength = 2560 µm
INFO  metric first_global_vias = 1,047
INFO  metric share_of_the_synthesized_netlist_area_taken_by_xor_and_xnor_gates = 7.13%
INFO  metric htreeDepth = 2
INFO  metric place_hpwl = 1740 µm
INFO  metric detailedRoute.firstPassIterationCount = 4
INFO  metric worst_ep_arrival_time = 2710 ps
INFO  metric fp_util = 31.2%
INFO  metric power.ir.vdd_worst = 0.000237 V
INFO  metric gp_congestion = 0.785
INFO  metric stdcell_count = 239
INFO  metric fmax = 402 MHz
INFO  metric fp.dieArea = 5200 µm²
INFO  metric post_cts_hold_buffer_count = 0
INFO  metric grt_first_pass_wirelength = 4620 µm
INFO  metric num_cts_buffers = 5
INFO  metric slowest_stage = sky130_fd_sc_hd__or4b_4
INFO  metric numPortBuffers = 3
INFO  metric post_cts_resized = 0
INFO  metric synth_area = 1470 µm²
INFO  metric mostFrequentLayoutCell = sky130_fd_sc_hd__dfxtp_1
INFO  metric yosysCellCount = 162
INFO  metric critical_path.endpoint_type = flop
INFO  metric clock_tree.buffer_depth = 2
INFO  metric drive_gt1_share = 8.14%
INFO  metric timing_max_transition_violations_final = 0
INFO  metric fillers = 488
INFO  metric syn2layout_area_growth = 13.2%
INFO  metric average_instance_area_after_synthesis = 9.10 µm²
INFO  metric finalInstanceArea = 1670 µm²
INFO  metric crit_path_max_fanout = 14
INFO  metric setup_repair_after_global_routing_missed_its_margin = false
INFO  metric final_min_period_over_clock_period = 80.3%
INFO  metric post_drt_wl_per_cell = 10.7 µm
INFO  metric cellPowerDensity = 456 nW/µm²
INFO  metric list_of_cells_traversed_by_the_critical_path = clkdlybuf4s50_1, nand4_2, or4b_4, or4b_1, a21oi_1
INFO  metric clock_latency_at_the_later_pin_of_the_worst_skew_pair = 280 ps
INFO  metric top_delay_family_on_crit_path = simple AND/OR/NAND/NOR gates
INFO  metric floorplan.rows = 25
INFO  metric fp.coreArea = 4720 µm²
INFO  metric required = 3320 ps
INFO  metric totalNegativeSetupSlack = 0 ps
INFO  metric maxCapViolations = 0
INFO  metric grt-ovfl-total = 0
INFO  metric worst_slack_at_placement = 328 ps
==> path summary, 6_finish.rpt <==
| path | start | to | slack [ps] | depth (start not counted) |
|---|---|---|---|---|
| max | enable | counter[25] | 610 | 5 |
| min reg2reg | counter[22] | counter[22] | 490 | 2 |
| min | counter[22] | counter[22] | 490 | 2 |
| max reg2reg | counter[7] | counter[13] | 1020 | 5 |
==> final cells by class <==
class                           instances  area, µm²  area share [%]
Inverter                                4       15.0           0.900
Clock buffer                            7       86.3            5.18
Multi-Input combinational cell        124        785            47.0
Tap cell                               67       83.8            5.03
Timing Repair Buffer                    4       37.5            2.25
Sequential cell                        33        661            39.6
==> synthesized netlist by cell type <==
cell                        number  area [µm²]
sky130_fd_sc_hd__and3b_1         1        8.76
sky130_fd_sc_hd__and4_2          1        10.0
sky130_fd_sc_hd__and3_1          3        18.8
sky130_fd_sc_hd__dfxtp_1        33         661
sky130_fd_sc_hd__nand4_2         2        25.0
sky130_fd_sc_hd__a2111oi_2       1        15.0
sky130_fd_sc_hd__mux2_2          1        11.3
sky130_fd_sc_hd__inv_1           4        15.0
sky130_fd_sc_hd__nand2_1        11        41.3
sky130_fd_sc_hd__clkbuf_1        3        11.3
sky130_fd_sc_hd__nand4_1         5        31.3
sky130_fd_sc_hd__nor2b_1         1        6.26
sky130_fd_sc_hd__xor2_1          5        43.8
sky130_fd_sc_hd__buf_6           1        11.3
sky130_fd_sc_hd__a21o_1          1        7.51
sky130_fd_sc_hd__nand2b_1        1        6.26
sky130_fd_sc_hd__o21ai_0         5        25.0
sky130_fd_sc_hd__o41ai_1         1        8.76
sky130_fd_sc_hd__xnor2_1         7        61.3
sky130_fd_sc_hd__and2_1          1        6.26
sky130_fd_sc_hd__mux2i_1         1        10.0
sky130_fd_sc_hd__a21oi_1        13        65.1
sky130_fd_sc_hd__nand3_1         8        40.0
sky130_fd_sc_hd__conb_1          1        3.75
sky130_fd_sc_hd__or3_1           5        31.3
sky130_fd_sc_hd__or4_1           9        67.6
sky130_fd_sc_hd__and4_1          2        17.5
sky130_fd_sc_hd__nor4_1          1        6.26
sky130_fd_sc_hd__o31ai_1         7        52.6
sky130_fd_sc_hd__o2111ai_2       1        15.0
sky130_fd_sc_hd__nor3_1          2        10.0
sky130_fd_sc_hd__a311oi_1        1        8.76
sky130_fd_sc_hd__or4b_4          1        13.8
sky130_fd_sc_hd__o211ai_1        1        7.51
sky130_fd_sc_hd__ha_1            1        12.5
sky130_fd_sc_hd__nor3b_1         1        7.51
sky130_fd_sc_hd__or4b_1          1        10.0
sky130_fd_sc_hd__buf_2           2        10.0
sky130_fd_sc_hd__nor2_1         16        60.1
==> cell families (layout without fill, tap and decap cells) <==
family,count (synthesis),in the layout
AOI/OAI and AO/OA,31,31
xor gates and xnor gates,12,12
other,1,6
adders and majority gates,1,1
muxes,2,2
and+or+nand+nor,72,72
buffers and inverters,10,15
DFF,33,33
==> per-layer routing <==
| layer | track usage [%] | wire (µm) | vias to the layer above |
|---|---|---|---|
| met5 | 0 | 0 | - |
| met2 | 16.2 | 1070 | 17 |
| met3 | 2.54 | 99 | 6 |
| met4 | 2.61 | 59 | 0 |
| li1 | - | - | 608 |
| met1 | 17.0 | 1340 | 538 |
==> tightest hold or removal path, stage by stage, from the launching register on <==
cell,delay [ps]
sky130_fd_sc_hd__dfxtp_1,330
sky130_fd_sc_hd__o31ai_1,70
sky130_fd_sc_hd__a21oi_1,50
==> stage by stage <==
stage | hold slack, ps | utilization (%) | power (mW)
after CTS | 497 | 35.3 | 0.771
final | 493 | 35.3 | 0.760
after global routing | 530 | 35.3 | 0.791
after global placement | 481 | 33.5 | 0.451
after detailed placement | 488 | 33.5 | 0.451
after floorplan | 461 | - | 0.445
==> report_power, final <==
part           internal (mW)  switching [mW]  total, mW
Clock                  0.176           0.143      0.318
Combinational        0.00647         0.00398     0.0105
Sequential             0.429         0.00172      0.431
==> flip-flops by register name, indices dropped and copies added (netlist names) <==
register / flops
counter: 32
dividedClk: 1
No activity file was given, so power comes from the tool's default toggle rates.
