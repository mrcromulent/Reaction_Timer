**./config.mk**
```make
export PLATFORM = sky130hd
export DESIGN_NAME = RNG
export DESIGN_NICKNAME = RNG
export VERILOG_FILES = /design/flow/design.v
export SDC_FILE = /design/flow/constraint.sdc
export NUM_CORES = 4
export LEC_CHECK = 1
export CORE_AREA = 10 10 104 104
export DIE_AREA = 0 0 114 114
```
**./constraint.sdc**
```tcl
current_design RNG

set clk_period 6.4
set clk_io_pct 0.2

create_clock -name clk0 -period $clk_period [get_ports {clk}]

set non_clock_inputs [all_inputs -no_clocks]
set_input_delay [expr $clk_period * $clk_io_pct] -clock clk0 $non_clock_inputs
set_output_delay [expr $clk_period * $clk_io_pct] -clock clk0 [all_outputs]
```
**./design.v**
```verilog
module RNG(
    input clk,
    input enable,
    input reset,
    output reg [13:0] outRND = 14'd2_500
    );
    wire feedback;
    reg [13:0] rnd = 14'd2_500;
    assign feedback = ((((rnd[0]) ^ (rnd[1])) ^ (rnd[2])) ^ (rnd[11])) ^ rnd[13];
    always @(posedge clk) begin
        if (reset)  
            rnd = 14'd2_500;
        else if (enable)  
            rnd = {feedback,rnd[13:1]};
            outRND = 14'd1_000 + rnd % 4_000;
    end
endmodule
```
**./run.sh**
```bash
#!/bin/bash
# OpenROAD 26Q1-2900-gdf79404cd8, Yosys 0.63+post, stock flow scripts
make -C /OpenROAD-flow-scripts/flow DESIGN_CONFIG=/design/flow/config.mk WORK_HOME=/design/flow/orfs finish
```
==> flow_metrics.env <==
# flow metrics
export IMPL_min_to="rnd[2]$_DFF_P_"
export IMPL_reg2reg_depth=15
export IMPL_path_clk_slew_ns=0.09
export IMPL_slew_violations=0
export IMPL_syn_avg_cell_area_sq_um=8.08
export IMPL_tns_ns=0
export IMPL_path_cells="clkdlybuf4s50_1 -> buf_4 -> mux2_2 -> nand4_1 -> nor2_1 -> ha_1 -> nand4b_1 -> o22ai_1 -> nand4_1 -> o2111a_1 -> o31ai_4 -> o21ai_1 -> nor3_1 -> o221ai_1 -> o32ai_1"
export IMPL_cts_setup_buffers=0
export IMPL_place_congestion=0.912
export IMPL_yosys_area_share_simple_pct=27.6
export IMPL_area_growth_pct=13.5
export IMPL_ys_sh_mux_pct=4.09
export IMPL_antenna_found_initial=0
export IMPL_setup_viol=0
export IMPL_core_rowCount=34
export IMPL_route_detailed_drc=0
export IMPL_layout_top_cells="dfxtp_1 (25), nand2_1 (22), nor2_1 (16), clkdlybuf4s50_1 (16), o21ai_0 (12)"
export IMPL_lay_top_count="dfxtp_1"
export IMPL_dp_hpwl_mm=4.11
export IMPL_cts_tree="done"
export IMPL_grt_util_all_layers_pct=7.82
export IMPL_wirelength_mm=5.26
export IMPL_sequentialPowerShare_pct=39.3
export IMPL_clock_skew_ns=0.00198
export IMPL_grt_busiest_layer="met2"
export IMPL_start_kind="primary input"
export IMPL_maxCapViolCount=0
export IMPL_yosysUniqueCellTypes=73
export IMPL_comb_power_share_pct=40.4
export IMPL_yosysWarningCount=1
export IMPL_finalHoldViolations=0
export IMPL_grt_pass1_wl_mm=8.58
export IMPL_port_buffer_count=16
export IMPL_switchingPower_mw=0.167
export IMPL_clockBufferDepth=2
export IMPL_grt_pass1_vias=1698
export IMPL_ir_drop_v=0.0000890
export IMPL_crit_path_top_delay_cell="clkdlybuf4s50_1"
export IMPL_insertion_delay_ns=0.27
export IMPL_edf_count=0
export IMPL_dieArea_sq_mm=0.0130
export IMPL_hold_class="reg -> reg"
export IMPL_antennaDiodeCount=0
export IMPL_synthArstFlopShare_pct=0
export IMPL_worst_pin_slew_ns=0.804
export IMPL_die_width_microns=114
export IMPL_min_delay_start="rnd[3]$_DFF_P_"
export IMPL_cts_htree_levels=1
export IMPL_ant_nets=0
export IMPL_period_needed_ns=5.62
export IMPL_drt_iter0_drc=180
export IMPL_grt_util_met3_pct=0.957
export IMPL_post_cts_resized=0
export IMPL_finalPower_mw=0.476
export IMPL_synth_seq_cells=25
export IMPL_xor_area_share_pct=7.25
export IMPL_cts_hold_buf=0
export IMPL_clockRootBuffer="clkbuf_8"
export IMPL_reg2reg_from="rnd[1]$_DFF_P_"
export IMPL_core_area_sq_mm=0.00868
export IMPL_ys_sh_adder_pct=1.24
export IMPL_netlist_area_sq_mm=0.00202
export IMPL_grt_use_met1_pct=11.0
export IMPL_grt_max_degree=27
export IMPL_drive_above_1_share_pct=12.4
export IMPL_worst_r2r_endpoint="outRND[12]$_DFF_P_"
export IMPL_netlist_instances=250
export IMPL_swShare_pct=35.2
export IMPL_ys_cells=250
export IMPL_worstSetupPathType="in -> reg"
export IMPL_ys_flop_type="dfxtp_1"
export IMPL_yosysSeqAreaShare_pct=24.8
export IMPL_ys_sh_aoi_pct=28.6
export IMPL_p_int_mw=0.308
export IMPL_p_clk_share_pct=20.4
export IMPL_post_route_period_util_pct=87.8
export IMPL_cp_data_arrival_time_ns=5.80
export IMPL_io_pins=17
export IMPL_reg2reg_slack_ns=2.03
export IMPL_outcome="finished clean"
export IMPL_ys_area_sq_mm=0.00202
export IMPL_fp_util_pct=23.3
export IMPL_grt_ovfl_total=0
export IMPL_max_clock_freq_ghz=0.178
export IMPL_warnings=25
export IMPL_cts_sink_count=25
export IMPL_hold_path_depth=2
export IMPL_fp_dieH_microns=114
export IMPL_synthTopLogicFamily="AND-OR/OR-AND gates"
export IMPL_cpPeakStageDelay_ns=0.64
export IMPL_powerDensity_mw_per_mm2=207
export IMPL_path_max_fanout=26
export IMPL_required_ns=6.58
export IMPL_avgViaCountPerCell=5.16
export IMPL_firstDrtPassIters=4
export IMPL_rsz0062_at_grt="false"
export IMPL_p_leak_nw=0.766
export IMPL_critPathCaptureType="register"
export IMPL_cts_buffers_inserted=3
export IMPL_detail_route_wl_per_cell_microns=14.3
export IMPL_crit_top_cell="nand4_1"
export IMPL_max_slew_margin_pct=45.8
export IMPL_use_met2_pct=12.9
export IMPL_num_vias=1894
[flip-flops by register name, indices dropped and copies added, names as in the netlist]
name and flops:
outRND 11, rnd 14
[through the flow]
step	setup WS, ns	hold WS, ns	instances	util (%)	instance area, sq um
after floorplan	1.94	0.468	250	-	2020
final	0.782	0.528	367	26.4	2290
after CTS	0.882	0.534	367	26.4	2290
after global routing	0.461	0.582	367	26.4	2290
after detailed placement	0.614	0.509	363	25.9	2250
after global placement	0.684	0.509	363	25.9	2250
[how the worst max path moves through the flow]
stage         startpoint                  to  slack, ns  cells after the start
global route      enable  outRND[12]$_DFF_P_       0.46                     14
CTS               enable  outRND[12]$_DFF_P_       0.88                     15
finish            enable  outRND[12]$_DFF_P_       0.78                     15
[power by group through the flow]
| stage | sequential [mW] | combinational [mW] | clock [mW] |
|---|---|---|---|
| global route | 0.190 | 0.213 | 0.106 |
| CTS | 0.187 | 0.192 | 0.102 |
| finish | 0.187 | 0.192 | 0.0969 |
[synthesized netlist by cell type, drive strengths merged, types with 3 or more instances]
master,number,share of area (%)
dfxtp,25,25
nand2,22,4.1
o21ai,18,5.0
nor2,17,3.3
buf,12,4.2
nand3,12,3.5
a21oi,11,3.3
xnor2,10,4.7
inv,9,1.7
and2,8,2.6
nor3,8,2.0
nand2b,7,2.2
o211ai,7,2.8
and3,6,1.9
mux2i,6,3.0
nand4,5,1.5
xor2,5,2.5
nor4,4,2.3
o22ai,4,1.2
o31ai,4,2.2
a311oi,3,1.3
a31oi,3,1.2
[layout make-up]
class                           count  area, sq um
Fill cell                         945         6390
Inverter                           10         37.5
Multi-Input combinational cell    201         1390
Timing Repair Buffer               19          183
Sequential cell                    25          500
Clock buffer                        3         41.3
Clock inverter                      1         5.00
Tap cell                          108          135
[worst max-delay path, delay by kind of cell]
kind | cells | cell delay [ns]
AND-OR/OR-AND | 6 | 1.65
AND/OR/NAND/NOR | 5 | 1.16
buffers and inverters | 2 | 0.98
multiplexers | 1 | 0.39
adder cells (fa/ha/maj) | 1 | 0.34
[logic make-up (layout without fill, tap and decap cells)]
family / count (synthesis) / count (layout)
compound gates: 75 / 75
xor+xnor: 15 / 15
fa+ha+maj: 2 / 2
buf+inv: 24 / 33
flops: 25 / 25
mux: 8 / 8
simple gates: 101 / 101
[per-layer routing]
layer / vias up / wire length [microns]
met1: 886 / 2510
met3: 2 / 257
met5: - / 0
li1: 954 / -
met2: 52 / 2440
met4: 0 / 47
